==> ./design.v <==
module clkdiv (
	input clk,
	input reset,
	output out
	);
	parameter N = 8;
	parameter W = $clog2(N);
	reg [W:0] pos_count, neg_count;
	reg pos,neg;
	reg srst = 1;
	always @(negedge clk) begin
		srst <= reset;
	end
	always @(posedge clk) begin
		if (srst)
			pos_count <= 0;
		else if ( pos_count == N-1 )
			pos_count <= 0;
		else
			pos_count <= pos_count + 1'b1;
	end
	always @(negedge clk) begin
		if (srst)
			neg_count <= 0;
		else if ( neg_count == N-1 )
			neg_count <= 0;
		else
			neg_count <= neg_count + 1'b1;
	end
	always @(posedge clk) begin
		if (srst)
			pos <= 0;
		else if ( pos_count == N-1  || pos_count == ((N-1)>>1))
			pos <= ~pos;
	end
	always @(negedge clk) begin
		if (srst)
			neg <= 0;
		else if ( neg_count == N-1  || neg_count == ((N-1)>>1))
			neg <= ~neg;
	end
	generate
		if (N%2 == 0) begin: even
			assign out = pos;
		end
		else begin : odd
			assign out = pos | neg;
		end
	endgenerate
endmodule
==> ./run.sh <==
#!/bin/bash
# OpenROAD 26Q1-2900-gdf79404cd8, Yosys 0.63+post, stock flow scripts
make -C /OpenROAD-flow-scripts/flow DESIGN_CONFIG=/design/flow/config.mk WORK_HOME=/design/flow/orfs finish
==> ./config.mk <==
export PLATFORM = sky130hd
export DESIGN_NAME = clkdiv
export DESIGN_NICKNAME = clkdiv
export VERILOG_FILES = /design/flow/design.v
export SDC_FILE = /design/flow/constraint.sdc
export NUM_CORES = 4
export LEC_CHECK = 1
export CORE_AREA = 10 10 70 70
export DIE_AREA = 0 0 80 80
==> ./constraint.sdc <==
current_design clkdiv

set clk_period 1.1
set clk_io_pct 0.2

create_clock -name clk0 -period $clk_period [get_ports {clk}]

set non_clock_inputs [all_inputs -no_clocks]
set_input_delay [expr $clk_period * $clk_io_pct] -clock clk0 $non_clock_inputs
set_output_delay [expr $clk_period * $clk_io_pct] -clock clk0 [all_outputs]
==> results.toml <==
# physical design summary
[status]
outcome = "finished with violations"
violations = "negative setup slack"

[worst_setup_path]
reg2reg_slack_ps = -50
critPathCaptureType = "register"
cp_max_fo = 5
reg2reg_to = "pos_count[1]$_SDFF_PP0_"
cpMaxStageDelayCell = "dfxtp_4"
crit_type = "register to register"
crit_chain = "nor3b_2"
cp_top_family = "flip-flops"
worst_setup_path_start_kind = "register"
r2r_start = "srst$_DFF_N_"
crit_required_ps = 1290
reg2reg_depth = 1
max_stage_delay_ps = 350
worstPathArrival_ps = 1340
crit_buf_inv = 0

[logic_synthesis]
yosys.area.top_type = "dfxtp_1"
ys_cells = 20
synth_cell_type_count = 11
topCellsByArea = "dfxtp_1 52%, xnor2_1 7.7%, nor2_1 6.6%"
synth_cells = 20
numSynthFlops = 6
synth_top_area_share = 0.525
netlist_area_sq_um = 229
syn_avg_cell_area_sq_um = 11.4
ys_warn_count = 1
ys_chip_area_sq_um = 229
ys_seq_frac = 0.525

[final_timing]
fin_ws_ps = -49.6
rsz0062_at_grt = "yes"
hold_viol_final = 0
worstMarginPinSlew_ps = 121
slew_viol_final = 0
finalSetupViolCount = 4
fin_skew_ps = 54.9
relSlewSlack = 0.917
setup-tns-final_ps = -122

[routing]
ant_nets = 0
finalWirelength_um = 357
vias_per_cell = 2.07
drc = 0
drt_iter0_markers = 4
wire_per_inst_um = 4.82
vias = 153
first_pass_iters = 3
n_antenna_cell = 0

[pwr]
power_frac_seq = 0.466
intPower_uw = 403
combPwrFrac = 0.077
leakage_nw = 0.137
p_clk_frac = 0.457
p_sw_uw = 120
power_density_mw_per_mm2 = 1490
p_sw_frac = 0.230
ir_drop_v = 0.000816

[clock_tree]
numCtsBuffers = 3
cts_tree = "yes"
cts.path.max_buffers = 2
cts_root_buffer = "clkbuf_4"
cts.htree.levels = 1
clkLatencyLatePin_ps = 290
cts_num_sinks = 6
cts.clk_slew.worst_paths_ps = 60
cts_hold_buf = 0

[hold_path]
min_path_cells = 1
min_to = "pos_count[0]$_SDFF_PP0_"
min_from = "pos_count[0]$_SDFF_PP0_"
hp-class = "register to register"

[finish]
num-fill-cells = 407
layout.cells.most_common_list = "4 x nor2_1, 4 x dfxtp_1, 3 x clkbuf_4"
fin_cells = 74
finish.utilization = 0.103
comb_area_sq_um = 105
finalInstanceArea_sq_um = 352
synthToLayoutAreaGrowth_pct = 53.6
seq_area_sq_um = 125
final_layout_size_suffix_gt1_frac = 0.393

[place]
pre_cts_ws_ps = -184
dpl_cell_area_sq_um = 315
post-place-cells = 69
gp_congestion = 0.696
portBuffers = 2

[floorplanning]
fp_util = 0.0670
floorplan.die.height_um = 80
placementRows = 21
die_x_um = 80
core_area_sq_mm = 0.00342
io_pins = 3
die-area_sq_mm = 0.00640

[global_route]
grt_pass1_vias = 170
grtUsageMet3 = 0.0216
grt_usage = 0.0151
antenna_found_initial = 0
grt_pass1_wl_um = 752
grt.busiest_layer = "met3"
met2_usage = 0.0152
grt_use_met1 = 0.0174
grt_max_degree = 6
grt_remaining_overflow = 0

[flow_run]
warnings = 28
cap_viol_max_count = 0
[synthesized netlist by cell type, drive strengths merged]
cell type,number
nor3,1
nand3,1
dfxtp,6
mux2i,1
nor2b,1
xnor2,2
ha,1
inv,1
and2,1
nor3b,1
nor2,4
[layer usage]
layer  part of all wire  up-vias
li1                   -       81
met1               0.46       66
met2               0.34        6
met3               0.20        0
met4                  0        0
met5                  0        -
[registers in the layout, indices dropped and copies added (netlist names)]
register,flops
pos,1
pos_count,4
srst,1
[cell families (layout without fill, tap and decap cells)]
kind of cell	count (synthesis)	after routing	share of synthesized area
adders and majority gates	1	1	0.0546
muxes	1	1	0.0437
buffers and inverters	1	9	0.0164
and+or+nand+nor	9	9	0.284
DFF	6	6	0.525
xor gates and xnor gates	2	2	0.0765
[per-stage QoR]
step                      power, mW  hold slack, ps
after floorplan               0.283             436
after global placement        0.297             458
after detailed placement      0.299             460
after CTS                     0.535             475
after global routing          0.572             503
final                         0.523             471
[timing repair]
action | 4_1_cts | 5_1_grt
resized | 3 | 0
buffers inserted | 1 | 0
pin swaps | 2 | 1
gates cloned | 0 | 0
setup endpoints to repair | 6 | 5
[worst max-delay path by stage]
stage / start / to / slack [ps] / cells after the start
6_report: srst$_DFF_N_ / pos_count[1]$_SDFF_PP0_ / -50 / 1
5_1_grt: srst$_DFF_N_ / pos_count[1]$_SDFF_PP0_ / -90 / 1
4_1_cts: srst$_DFF_N_ / pos_count[1]$_SDFF_PP0_ / -50 / 1
[power groups by stage]
stage / sequential (mW) / clock, mW / combinational (mW)
after global routing: 0.246 / 0.280 / 0.0456
final: 0.244 / 0.239 / 0.0401
after CTS: 0.244 / 0.250 / 0.0405
[area by class of cell]
type / instances / share of cell area
flip-flops and latches: 6 / 0.356
multi-input cells: 13 / 0.299
well taps: 46 / 0.164
repair buffers: 4 / 0.0961
clock buffers: 4 / 0.0747
clock inverters: 1 / 0.0107
Power is estimated from default activity; no workload was simulated.
