**design/flow/run.sh**
```bash
#!/bin/bash
# OpenROAD 26Q1-2900-gdf79404cd8, Yosys 0.63+post, stock flow scripts
make -C /OpenROAD-flow-scripts/flow DESIGN_CONFIG=/design/flow/config.mk WORK_HOME=/design/flow/orfs finish
```
**design/flow/config.mk**
```make
export PLATFORM = sky130hd
export DESIGN_NAME = fifo
export DESIGN_NICKNAME = fifo
export VERILOG_FILES = /design/flow/design.v
export SDC_FILE = /design/flow/constraint.sdc
export NUM_CORES = 4
export LEC_CHECK = 1
export CORE_AREA = 10 10 70 70
export DIE_AREA = 0 0 80 80
```
**design/flow/constraint.sdc**
```tcl
current_design fifo

set clk_period 1.5
set clk_io_pct 0.2

create_clock -name clk0 -period $clk_period [get_ports {clk}]

set non_clock_inputs [all_inputs -no_clocks]
set_input_delay [expr $clk_period * $clk_io_pct] -clock clk0 $non_clock_inputs
set_output_delay [expr $clk_period * $clk_io_pct] -clock clk0 [all_outputs]
```
**design/flow/design.v**
```verilog
module fifo(clk,reset,data_in,data_out,push,pop,empty,full);
   parameter DATA_WIDTH = 1;
   parameter ADDR_WIDTH = 1;
   parameter FIFO_DEPTH = 1 << ADDR_WIDTH;
   output reg empty,full;
   output reg [DATA_WIDTH-1:0] data_out;
   input wire clk,reset;
   input wire push,pop;
   input wire [DATA_WIDTH-1:0] data_in;
   reg [ADDR_WIDTH-1:0] rd_ptr;
   reg [ADDR_WIDTH-1:0] wr_ptr;
   reg [ADDR_WIDTH:0] counter;
   always @( posedge clk, posedge reset )
   begin
      if ( reset )
      begin   
	rd_ptr <= 'b0;
        wr_ptr <= 'b0;
        counter <= 'b0;
      end
      else
      begin
	if ( pop && !push && !empty )
	  counter <= counter - 1;
	else if ( push && !pop && !full )
	  counter <= counter + 1;
	if ( pop && !empty )
	  rd_ptr = rd_ptr + 1;
	if ( push && !full )
	  wr_ptr = wr_ptr + 1;
      end
   end
   always @( posedge clk, posedge reset )
   begin
     if ( reset )
     begin
       full <= 1'b0;
       empty <= 1'b0;
     end
     else
     begin
	if ( (counter == 1 && pop && !push) || counter == 0 && !push )
	  empty <= 1'b1;
	else 
	  empty <= 1'b0;
	if  ( (counter == (FIFO_DEPTH-1) && push && !pop) || (counter == FIFO_DEPTH && !pop))
	  full <= 1'b1;
	else 
	  full <= 1'b0;
     end
   end
endmodule  
```
==> reports/results.ini <==
[finish]
lay_top_cells = clkdlybuf4s50_1, dfrtp_1
logic_area_um2 = 125.1
final_common_cell = clkdlybuf4s50_1
seq_area_um2 = 100.1
fillers = 401
drive_above_1_share_pct = 12.12
fin_util_pct = 10.73
areaGrowthSynthToFinish_pct = 50.26

[critical_path]
cp_data_arrival_time_ns = 1.13
worstPathCellList = clkdlybuf4s50_1
worstSetupPathType = register to primary output
max_stage_delay_ns = 0.49
start_kind = register
rrSetupSlack_ns = 0.30
crit_buf_inv = 1
critPathMaxFanout = 4
slowest_stage = clkdlybuf4s50_1
critPathRequiredTime_ns = 1.20
r2r-start = counter[1]
cp.depth = 1
reg2reg_to = counter[1]
worstSetupEndpointType = primary output
crit_family = buffers and inverters
r2r_cells = 4

[placed_design]
hpwl_um = 417.6
gp_congestion = 0.7512
io_buffers = 5

[synth]
synth_top_area_share_pct = 41.03
netlist_area_um2 = 244.0
ys_sh_xor_pct = 3.590
top_logic_kind = AND-OR/OR-AND gates
ys_area_um2 = 244.0
ys_sh_mux_pct = 0
compound_area_share_pct = 19.49
synthDistinctLibCells = 13
seq_area_frac_synth_pct = 41.03
netlist_instances = 26
yosys.area_share.adder_pct = 15.38
area_leaders = dfrtp_1, ha_1, a21oi_1, o21ai_0, inv_1
ys_warn_count = 2
synth.cellmix.simpleShare_pct = 11.28
ys.flops = 4
yosys-stat-cells = 26
largest_area_cell = dfrtp_1
synth.avg_cell_area_um2 = 9.384

[pwr]
cellLeakagePower_nw = 0.1481
ir_worst_vdd_mv = 0.7412
power.total_uw = 551.2
p_per_area_nw_per_um2 = 1504

[routing]
num_vias = 194
drt-total-wl_um = 554
viasPerCell = 2.456
ant_nets = 0
first_pass_iters = 3
n_antenna_cell = 0
wl_per_cell_um = 7.013
drtIter0Drc = 2
drc = 0

[clocking]
hold_buffers = 0
cts_resized = 0
cts.sinks = 4
cts_setup_buffers = 0
cts_buffers = 3
cts_buffer_depth = 2
clkLatencyLatePin_ns = 0.24
path_clk_slew_ns = 0.04
htree_levels = 1
cts-root-buf = clkbuf_4
cts_tree = yes

[floorplan]
rows = 21
die_h_um = 80
initial_utilization_pct = 7.143
io_pins = 8
fp.dieW_um = 80
chipArea_um2 = 6400
core_area_um2 = 3416

[flow_run]
cap_violations = 0
warnings = 28

[global_route]
grt_util_all_layers_pct = 1.810
overflow = 0
grt_pass1_vias = 204
grt_pass1_wl_um = 862
antenna_found_initial = 0
grt_max_degree = 7

[hold_path]
hold_path_class = primary input to asynchronous set/reset pin

[timing]
setup_viol = 0
fin_skew_ns = 0.01056
layout_min_cycle_time_ns = 1.426
slew_violations = 0
rsz0062_at_grt = false
post-route-period-util_pct = 95.08
finalHoldViolCount = 0
fmax_mhz = 701.1

[status]
status = completed

## synth_stat cells
master,count
ha_1,3
buf_4,1
nand2b_2,1
nor2_1,3
nor3b_1,1
a21oi_1,3
o21bai_1,1
o21ai_0,3
xnor2_1,1
inv_1,3
conb_1,1
dfrtp_1,4
a221o_1,1
## layer usage
layer  GRT usage [%]  share of wire [%]
met1           2.005                 53
met2           2.087                 34
met3           2.273                 12
met4          0.3521               0.90
met5               0                  0
## sequential cells by signal, indices dropped and copies added, names as in the netlist
name / flops
counter: 2
empty: 1
full: 1
## cells by family (layout without fill, tap and decap cells)
group	Yosys count	in the layout
buffers and inverters	4	11
adders and majority gates	3	3
xor gates and xnor gates	1	1
AOI/OAI and AO/OA	8	8
and+or+nand+nor	5	5
DFF	4	4
other	1	1
## worst max path at each step
stage / startpoint / to / slack, ns
4_1_cts: full / full / 0.05
5_1_grt: full / full / 0.01
6_report: full / full / 0.07
## metrics by stage
step	worst slack (ns)	area (um^2)	hold WS, ns	cells	setup TNS, ns
after floorplan	0.4039	244.0	0.06608	26	0
after global placement	-0.0002153	344.1	0.4842	76	-0.0002153
after detailed placement	-0.008866	344.1	0.4890	76	-0.008866
after CTS	0.05239	366.6	0.2311	79	0
after global routing	0.01351	366.6	0.2475	79	0
final	0.07374	366.6	0.2309	79	0
## cell type report
type / instances / share of cell area (%)
inverters: 3 / 3.072
multi-input cells: 18 / 34.13
flip-flops and latches: 4 / 27.30
clock buffers: 3 / 6.143
repair buffers: 5 / 13.65
well taps: 46 / 15.70
## power breakdown
part           leakage, nW  internal [mW]  switching, mW
clock network       0.0138         0.0898         0.0486
registers           0.0505          0.154         0.0377
logic               0.0838          0.118          0.103
No activity file was given, so power comes from the tool's default toggle rates.
